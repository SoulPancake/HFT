`flow/config.mk`:
```
export PLATFORM = sky130hd
export DESIGN_NAME = AdvancedHFTDemo
export DESIGN_NICKNAME = AdvancedHFTDemo
export VERILOG_FILES = /design/flow/design.v
export SDC_FILE = /design/flow/constraint.sdc
export NUM_CORES = 4
export LEC_CHECK = 1
export CORE_AREA = 10 10 113 113
export DIE_AREA = 0 0 123 123
```
`flow/design.v`:
```
module AdvancedHFTDemo(
  input [0:0] cpu_clk,
  input [0:0] cpu_rst,
  input [0:0] mem_clk,
  input [0:0] mem_rst,
  input [0:0] bus_arbiter_req_0,
  input [0:0] bus_arbiter_req_1,
  input [0:0] bus_arbiter_req_2,
  input [0:0] memory_arbiter_req_0,
  input [0:0] memory_arbiter_req_1,
  input [31:0] cpu_mem_fifo_wr_data,
  input [0:0] cpu_mem_fifo_wr_en,
  input [0:0] cpu_mem_fifo_rd_en,
  input [31:0] data_in,
  input [4:0] addr_in,
  input [0:0] enable_in,
  output [0:0] bus_arbiter_grant_0,
  output [0:0] bus_arbiter_grant_1,
  output [0:0] bus_arbiter_grant_2,
  output [0:0] memory_arbiter_grant_0,
  output [0:0] memory_arbiter_grant_1,
  output [0:0] cpu_mem_fifo_wr_full,
  output [31:0] cpu_mem_fifo_rd_data,
  output [0:0] cpu_mem_fifo_rd_empty,
  output [31:0] data_out,
  output [7:0] status_out
);
  wire [31:0] cpu_data;
  reg [0:0] memory_arbiter_counter;
  reg [31:0] cpu_to_mem_sync_stage0;
  reg [31:0] cpu_to_mem_sync_stage1;
  reg [6:0] cpu_mem_fifo_wr_ptr;
  reg [6:0] cpu_mem_fifo_rd_ptr;
  reg [6:0] cpu_mem_fifo_wr_ptr_sync_sync_stage0;
  reg [6:0] cpu_mem_fifo_wr_ptr_sync_sync_stage1;
  reg [6:0] cpu_mem_fifo_rd_ptr_sync_sync_stage0;
  reg [6:0] cpu_mem_fifo_rd_ptr_sync_sync_stage1;
  reg [31:0] cpu_mem_fifo_mem [0:63];
  assign bus_arbiter_grant_2 = bus_arbiter_req_2;
  assign bus_arbiter_grant_1 = bus_arbiter_req_1 && !(bus_arbiter_req_2);
  assign bus_arbiter_grant_0 = bus_arbiter_req_0 && !(bus_arbiter_req_1 || bus_arbiter_req_2);
  assign cpu_data = data_in;
  assign data_out = cpu_to_mem_sync_stage1;
  assign status_out = {bus_arbiter_grant_0, memory_arbiter_grant_0, cpu_mem_fifo_wr_full, cpu_mem_fifo_rd_empty, enable_in, {3{0}}};
  always @(posedge cpu_clk) begin
    memory_arbiter_grant_0 <= (memory_arbiter_counter == 0) && memory_arbiter_req_0;
    memory_arbiter_grant_1 <= (memory_arbiter_counter == 1) && memory_arbiter_req_1;
    if (memory_arbiter_grant_0 || memory_arbiter_grant_1) memory_arbiter_counter <= (memory_arbiter_counter + 1) % 2;
  end
  always @(posedge mem_clk) cpu_to_mem_sync_stage0 <= cpu_data;
  always @(posedge mem_clk) cpu_to_mem_sync_stage1 <= cpu_to_mem_sync_stage0;
  always @(posedge mem_clk) cpu_mem_fifo_wr_ptr_sync_sync_stage0 <= cpu_mem_fifo_wr_ptr;
  always @(posedge mem_clk) cpu_mem_fifo_wr_ptr_sync_sync_stage1 <= cpu_mem_fifo_wr_ptr_sync_sync_stage0;
  always @(posedge cpu_clk) cpu_mem_fifo_rd_ptr_sync_sync_stage0 <= cpu_mem_fifo_rd_ptr;
  always @(posedge cpu_clk) cpu_mem_fifo_rd_ptr_sync_sync_stage1 <= cpu_mem_fifo_rd_ptr_sync_sync_stage0;
endmodule
```
`flow/constraint.sdc`:
```
current_design AdvancedHFTDemo

set clk_period 1.0
set clk_io_pct 0.2

create_clock -name clk0 -period $clk_period [get_ports {cpu_clk}]
create_clock -name clk1 -period $clk_period [get_ports {mem_clk}]

set non_clock_inputs [all_inputs -no_clocks]
set_input_delay [expr $clk_period * $clk_io_pct] -clock clk0 $non_clock_inputs
set_output_delay [expr $clk_period * $clk_io_pct] -clock clk0 [all_outputs]
```
`flow/run.sh`:
```
#!/bin/bash
# OpenROAD 26Q1-2900-gdf79404cd8, Yosys 0.63+post, stock flow scripts
make -C /OpenROAD-flow-scripts/flow DESIGN_CONFIG=/design/flow/config.mk WORK_HOME=/design/flow/orfs finish
```
==> summary.txt <==
Flow results are below.

- The final timing report lists a hold violation count of 0.
- The horizontal die size is 123 microns, for reference.
- The kind of cell with the highest combined delay along the critical path is buffers and inverters.
- The post-route met1 wirelength is 1500 microns, for reference.
- By count the netlist is led by 66 x sky130_fd_sc_hd__dfxtp_1, 43 x sky130_fd_sc_hd__buf_4, 2 x sky130_fd_sc_hd__nor2b_1.
- Cells with a size suffix above 1 make up 26.44% of the layout.
- The clock drives 67 sinks.
- The script computed a power per unit cell area of 2050 nW/um^2.
- Per the detail_route report, DRC violations left total 0.
- The capture point of the critical path was reported as bus_arbiter_grant_1[0].
- The adder and majority gate portion of the synthesized area is 0%, for reference.
- Summed over all nets, the half-perimeter wirelength after detailed placement is 2992 microns.
- The signal on the critical path passes through clkdlybuf4s15_1 > nor2b_1 > dlygate4sd2_1.
- The synthesis warning total is 37, for reference.
- The total iterations of the first detailed-routing run is 2, for reference.
- Per the post-synthesis stats, the area per cell is 14.69 sq um.
- The number of antenna violations at the first check in global routing is 0, for reference.
- The height of the die is 123 microns, for reference.
- The remaining antenna violation count is 0, for reference.
- The mux contribution to synthesized area is 0%, for reference.
- TritonCTS built the clock tree.
- The flip-flop cell with the highest count after synthesis is sky130_fd_sc_hd__dfxtp_1, for reference.
- The cell-mix breakdown from Yosys lists the compound-gate area share as 0%.
- The worst min-delay path category is reg -> reg, for reference.
- The number of global-route vias before repair came to 1003.
- Post-synthesis, Yosys gives the total cell area as 1719 sq um.
- Looking at the post-CTS report, the setup buffer insertion count equals 0.
- The core region is 10320 sq um.
- The worst setup path is of the in -> out kind.
- For reference, the placement row count at floorplan is 37.
- The chip area is 15130 sq um, for reference.
- Of all flip-flops after synthesis, the portion carrying an async set or reset was 0%.
- The number of diodes added for antenna fixing is 0, for reference.
- Detailed routing placed a total of 1642 microns of wire on met2.
- The weighted congestion at the end of routability-driven global placement is 0.7049, for reference.
- In the post-synthesis netlist, the biggest area contributors are sky130_fd_sc_hd__dfxtp_1 77%, sky130_fd_sc_hd__buf_4 19%, sky130_fd_sc_hd__edfxtp_1 1.7%.
- The critical path launch point is bus_arbiter_req_1[0], for reference.
- The flow ran to the end, and the final reports show no timing, DRC or antenna violations.
- The total of endpoints with negative setup slack in the final report is 0, for reference.
- The total design power is 5.173 mW, for reference.
- The post-synthesis to final-layout area growth is 46.80%, for reference.
- The count of instantiated cells in the yosys netlist is 117, for reference.
- The worst setup path is captured at an output pin.
- The number of warnings in the stage logs is 154, for reference.
- By area, the combinational part of the netlist is dominated by buffers and inverters.
- For this block, the via count after detailed routing is 915.
- The cell area that synthesis handed to floorplanning was 1719 sq um.
- The worst register-to-register path has a setup slack of 240 ps.
- The global router's overall resource usage is 4.444%, for reference.
- At the worst endpoint, the required time is 800 ps.
- The count of flip-flops with a built-in enable after synthesis is 1, for reference.
- The post-route clock skew is 0.6640 ps, for reference.
- The cell with the biggest individual delay on the critical path is sky130_fd_sc_hd__dlygate4sd2_1, for reference.
- Setup repair after global routing could not meet its margin everywhere.
- The tool flagged a number of max-cap violations equal to 0.
- Pin placement for this block handled 160 I/O pins.
- The analysis reports a worst IR drop on VDD of 701.4 uV.
- The count of buffer and inverter cells on the critical path is 2, for reference.
- The post-synthesis share of cell area spent on and, or, nand and nor gates is 2.183%, for reference.
- Of the post-synthesis cell area, the dominant cell type holds 76.86%.
- The wire length of the first global-routing pass is 5285 microns, for reference.
- The routed wire length on met3 is 465 microns, for reference.
- Of the synthesized area, sequential elements account for 78.60%.
- The delay of the slowest cell on the worst path is 240 ps, for reference.
- In the post-synthesis netlist, the cell with the most instances is sky130_fd_sc_hd__dfxtp_1.
- The maximum number of pins on one net before global-route repair is 12, for reference.
- The cell type that accounts for the most area after synthesis is sky130_fd_sc_hd__dfxtp_1.
- The clock slew seen by the registers of the worst setup and hold paths is 50 ps, for reference.
- The worst register-to-register path has a depth of 1.
- In the Yosys stats the netlist draws on 9 distinct library cells.
- The top layer used by detailed routing is met4, for reference.
- In the synthesized netlist, the number of instances is 117.
- The reg-to-reg critical path endpoint is memory_arbiter_counter, for reference.
- The worst slack on hold paths is 324.2 ps, for reference.
- The global route total overflow is 0, for reference.
- The via-per-instance ratio is 2.660, for reference.
- The count of buffers from port buffering is 74, for reference.
- The share of the core area taken by cells at floorplan is 16.65%.
- In this run the worst path has a maximum fanout of 2.
- For the worst reg-to-reg path, the startpoint reported by OpenROAD is memory_arbiter_grant_1.
- Excluding fillers, the count of instances in the completed layout stands at 344.
- In this run, the synthesized area fraction spent on xor and xnor cells is recorded as 0%.
- The critical path depth in cells is 3, for reference.
- Once placement completed, the tool counted placed cells totaling 325.
- Counting pins that exceed their max-slew limit in the final report gives 0.
- The hold buffer count at cts is 0, for reference.
- The routed wire length is 3749 microns, for reference.
- For this sky-water flow run, the detailed-routed wirelength per cell is reported as 10.90 microns.
- The detailed router's first-iteration violation count is 40, for reference.
- STA classifies the critical path startpoint as an input pin.
- The arrival time of data at the worst endpoint is listed as 740 ps.
- The number of synthesized register bits is 67, for reference.
- The power report puts the leakage power at 1.143 nW.
[repair_timing]
| action | 4_1_cts | 5_1_grt |
|---|---|---|
| cloned | 0 | 0 |
| gates resized | 117 | 0 |
| setup endpoints to repair | 37 | 1 |
[power breakdown]
group,switching [mW],internal (mW)
sequential,0.0302,2.83
combinational,0.0519,0.181
clock,0.692,1.39
[layer usage]
layer | vias to the layer above | GRT usage (%)
li1 | 443 | -
met1 | 383 | 5.193
met2 | 74 | 6.493
met3 | 15 | 2.729
met4 | 0 | 1.820
met5 | - | 0
[stage by stage]
step	utilization [%]	setup WS (ps)	instance area, sq um	setup TNS, ps
after floorplan	-	270.9	1873	0
after global placement	23.84	-513.6	2461	-1395
after detailed placement	23.84	-525.9	2461	-1433
after CTS	24.45	11.40	2524	0
after global routing	24.45	-2.388	2524	-2.388
final	24.45	56.05	2524	0
[cell usage in the layout, fill, tap and decap left out]
master                            synthesis  final
sky130_fd_sc_hd__dfxtp_1                 66     64
sky130_fd_sc_hd__conb_1                   1     42
sky130_fd_sc_hd__clkdlybuf4s50_1          0     34
sky130_fd_sc_hd__buf_2                    0     33
sky130_fd_sc_hd__clkbuf_8                 0     12
sky130_fd_sc_hd__dlygate4sd2_1            0      5
sky130_fd_sc_hd__clkinv_2                 0      3
sky130_fd_sc_hd__nor2b_1                  2      2
sky130_fd_sc_hd__dfxtp_2                  0      2
sky130_fd_sc_hd__nor3b_2                  1      1
sky130_fd_sc_hd__and2_1                   1      1
sky130_fd_sc_hd__or2_1                    1      1
sky130_fd_sc_hd__inv_1                    1      1
sky130_fd_sc_hd__clkbuf_1                 0      1
sky130_fd_sc_hd__clkinv_4                 0      1
sky130_fd_sc_hd__bufinv_16                0      1
sky130_fd_sc_hd__clkinvlp_4               0      1
sky130_fd_sc_hd__clkdlybuf4s15_1          0      1
sky130_fd_sc_hd__clkdlybuf4s15_2          0      1
sky130_fd_sc_hd__edfxtp_1                 1      1
[kinds of logic (layout without fill, tap and decap cells)]
kind of cell | Yosys count | in the layout
buffers and inverters | 44 | 94
flip-flops | 67 | 67
other | 1 | 42
AND/OR/NAND/NOR | 5 | 5
[state kept, by name, summed over array words and instances, names as in the netlist]
signal / count
memory_arbiter_counter: 1
cpu_to_mem_sync_stage0: 32
cpu_to_mem_sync_stage1: 32
memory_arbiter_grant_1: 1
memory_arbiter_grant_0: 1
[worst min-delay path by stage]
stage,from,slack [ps],to,depth (start not counted)
5_1_grt,data_in[3],280,cpu_to_mem_sync_stage0[3],1
6_report,cpu_to_mem_sync_stage0[2],320,cpu_to_mem_sync_stage1[2],0
4_1_cts,data_in[3],270,cpu_to_mem_sync_stage0[3],1
[cell type report]
| cell class | instances | area [sq um] |
|---|---|---|
| clock buffers | 13 | 168.9 |
| clock inverters | 6 | 61.31 |
| fillers | 1071 | 7800 |
| inverters | 1 | 3.754 |
| multi-input cells | 47 | 195.2 |
| flip-flops and latches | 67 | 1354 |
| well taps | 136 | 170.2 |
| repair buffers | 74 | 570.5 |
Power and IR drop assume default switching activity.
