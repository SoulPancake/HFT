[flow/design.v]
module WidthDemo(
  input [7:0] a8,
  input [15:0] b16,
  input [3:0] c4,
  output [15:0] add_out,
  output [11:0] mul_out,
  output [0:0] eq_out,
  output [27:0] cat_out
);
  assign add_out = a8 + b16;
  assign mul_out = a8 * c4;
  assign eq_out = a8 == b16;
  assign cat_out = {a8, c4, b16};
endmodule
[flow/run.sh]
#!/bin/bash
# OpenROAD 26Q1-2900-gdf79404cd8, Yosys 0.63+post, stock flow scripts
make -C /OpenROAD-flow-scripts/flow DESIGN_CONFIG=/design/flow/config.mk WORK_HOME=/design/flow/orfs finish
[flow/config.mk]
export PLATFORM = sky130hd
export DESIGN_NAME = WidthDemo
export DESIGN_NICKNAME = WidthDemo
export VERILOG_FILES = /design/flow/design.v
export SDC_FILE = /design/flow/constraint.sdc
export NUM_CORES = 4
export LEC_CHECK = 1
export CORE_AREA = 10 10 104 104
export DIE_AREA = 0 0 114 114
[flow/constraint.sdc]
current_design WidthDemo

set clk_period 10.6
set clk_io_pct 0.2

create_clock -name clk0 -period $clk_period

set non_clock_inputs [all_inputs -no_clocks]
set_input_delay [expr $clk_period * $clk_io_pct] -clock clk0 $non_clock_inputs
set_output_delay [expr $clk_period * $clk_io_pct] -clock clk0 [all_outputs]
==> summary.txt <==
Entry: Yosys synthesis followed by OpenROAD place and route.

Routing:
- The run gives the number of inserted diodes as 0.
- The run gives the number of detailed-route iterations in the first pass as 4.
- The script logs the mean routed wire length per placed instance as 12.85 um.
- After detailed routing, the number of vias per cell comes to 4.104.
- The run gives the total wirelength of the detailed-routed design as 4832 um.
- The run puts the residual antenna-violating net count after detailed routing at 0.
- The violation tally recorded at the end of detailed-routing iteration 0 is between 40 and 50.
- The run puts the total DRC errors in the routed layout at 0.
- The detailed router placed 1543 vias in this run.

Setup path:
- For reference, the most critical setup path is categorized as in -> out.
- The run gives the required time at the endpoint of the critical path as between 8 and 9 ns.
- The run gives the arrival time at the worst endpoint as 5.95 ns.
- The run gives the highest cell delay on the worst timing path as 0.53 ns.
- In this run the critical path is formed by clkdlybuf4s50_1 -> and2_1 -> fa_1 -> inv_1 -> fa_1 -> inv_1 -> ha_1 -> and3_1 -> a2111oi_4 -> o21ai_1 -> a21oi_1 -> xnor2_1 -> clkdlybuf4s50_1.
- STA classifies the critical path endpoint as a primary output.
- The run gives the top fanout value on the critical path as 6.
- The run gives the slowest library cell on the worst path as clkdlybuf4s50_1.
- The run gives the element type at the critical path start as a primary input.

Synth:
- Per the Yosys statistics, synthesis produced between 200 and 250 cells.
- The main area contributors are ha_1, fa_1, buf_4, and2_1, xnor2_1.
- For reference, the top cells by count after synthesis are buf_4, and2_1, inv_1.
- The run gives the adder and majority gate portion of the synthesized area as 0.3363.
- The run puts the count of yosys warnings during synthesis at 0.
- For reference, the mux area share after synthesis is 0.
- The run puts the XOR/XNOR share of the synthesized area at 0.1104.
- The run puts the number of library cell types mapped by synthesis at 28.
- The run gives the share of the yosys chip area belonging to registers as 0.
- The cell area that synthesis handed to floorplanning was approximately 1700 sq um.
- The run gives the mean post-synth cell area as 7.899 sq um.
- Looking at area per cell type in the netlist, the leader is ha_1.
- In the post-synthesis netlist, the cell with the most instances is buf_4.
- Per the post-synthesis report, the number of cells in the design is roughly 210.
- The run gives the synthesized-area fraction occupied by and/or/nand/nor cells as 0.2380.
- Per the synthesis report, the AND-OR/OR-AND share of the synthesized area is 0.1306.
- For reference, the top logic cell family by area is adder cells.
- The area fraction of the largest cell type after synthesis is 0.1802.
- The run gives the chip area line of the yosys report as 1667 sq um.

Worst hold path:
- Looking at hold timing, the worst path starts from b16[0].
- STA shows the worst min-delay path finishing at cat_out[0].
- Hold analysis shows the worst path with a depth of 2.
- STA reports the tightest min-delay check as being of type in -> out.

Finish:
- The run puts the multi-input logic area at 1359 sq um.
- The run gives the layout cell share with drive strength beyond 1 as 0.01866.
- The run gives the footprint of the flip-flops and latches as 0 sq um.
- The run gives the number of clock buffers in the layout as 0.
- The run puts the flop count at 0.
- The run puts the number of filler cells placed in the layout at around 940.
- The run puts the synthesis-to-finish area growth at 46.55%.

Global route:
- The run puts the global-route usage over all layers at 0.07197.
- The run gives the wire length of the first global-routing pass as just under 8000 um.
- After global routing the overflow that remains totals 0.
- Entering global routing, the biggest net connects 10 pins.
- The run gives the number of global-route vias before repair as 1638.
- The initial antenna violation count was 0.

Timing:
- In this run the tightest slew margin relative to its limit is 0.7416.
- The run gives the time the final worst path needs with I/O delays and setup as 8.072 ns.
- The run puts the final clock period utilization by the worst path at 0.7615.
- For the pin with the worst max-slew slack, the measured transition is 0.3826 ns.
- The final hold violation count recorded for this run is 0.
- The run puts the number of slew-limit violations in the final report at 0.
- The final layout reports a setup TNS of 0 ns.
- The run gives the number of endpoints failing setup at the final stage as 0.
- Setup repair after global routing left no endpoint under its margin.
- The highest clock rate this design can be run at is 0.1239 GHz.

Clocking:
- The run gives the post-cts repair resize count as 0.
- The run gives the hold-fix buffer count after cts as 0.
- The run puts the number of setup buffers added after CTS at 0.

Die:
- The run puts the boundary pin count at 85.
- The chip occupies 13000 sq um.
- The run puts the y dimension of the die at 114 um.
- The run puts the width of the chip at 114 um.
- The run puts the initial cell density of the core at 0.1920.
- The run gives the placement row count as 34.
- The run gives the area of the core region as 8678 sq um.

Outcome:
- The run finished with clean final reports.

Power and ir drop:
- The run puts the total power divided by cell area at 65.61 nW/um^2.
- The run gives the static leakage as roughly 1.1 nW.
- The run gives the worst voltage drop across the vdd grid as 0.02035 mV.
- Summing internal, switching and leakage power gives 160.3 uW.

Placement:
- The buffer_ports step reported a buffer count of 85.
- At the end of routability-driven placement, the weighted congestion stood at approximately 0.76.
- The run gives the detailed placer's ending HPWL as 4353 um.

Job:
- The run puts the reported max-cap violation count at 0.
- The run gives the total tool warning count as 32.
-- worst max-delay path: cells and delay by family --
family / cells / cell delay, ns
xor gates and xnor gates: 1 / 0.13
buffers and inverters: 4 / 1.10
and+or+nand+nor: 2 / 0.48
AOI/OAI and AO/OA: 3 / 0.69
adders and majority gates: 3 / 1.42
-- layout by cell type, fill, tap and decap left out --
| cell type | n |
|---|---|
| nor4_1 | 4 |
| xnor2_1 | 18 |
| fa_1 | 13 |
| o21bai_1 | 2 |
| o41ai_1 | 1 |
| clkdlybuf4s50_1 | 85 |
| o31a_1 | 1 |
| nand2b_1 | 1 |
| o2111ai_1 | 1 |
| nor2_1 | 11 |
| nor2b_1 | 2 |
| o311ai_2 | 1 |
| xor2_1 | 3 |
| a21o_1 | 3 |
| nand2_1 | 16 |
| nand4_1 | 1 |
| nand3_1 | 4 |
| a2111oi_4 | 2 |
| o21ai_1 | 3 |
| ha_1 | 24 |
| inv_1 | 26 |
| and4_1 | 1 |
| and3_1 | 4 |
| and2_1 | 27 |
| a21oi_1 | 8 |
| and3_4 | 2 |
| o21ai_0 | 1 |
| o21a_1 | 3 |
-- worst max path at each step --
stage / from / to / slack, ns / depth (start not counted)
CTS: a8[3] / mul_out[11] / 2.51 / 13
global route: a8[3] / mul_out[11] / 2.32 / 13
finish: a8[3] / mul_out[11] / 2.53 / 13
-- layer usage --
metal / GRT usage / up-vias / share of wire
met1: 0.09227 / 703 / 0.45
met4: 0 / 0 / 0
met2: 0.1181 / 54 / 0.44
met3: 0.02977 / 0 / 0.11
met5: 0 / - / 0
li1: - / 786 / -
-- area by class of cell --
type / instances / area share
inverter: 26 / 0.03996
timing repair buffer: 85 / 0.3484
multi-input combinational: 157 / 0.5564
tap: 108 / 0.05533
-- logic make-up after synthesis --
| family | after synthesis |
|---|---|
| AND-OR/OR-AND | 26 |
| XOR/XNOR | 21 |
| adder cells (fa/ha/maj) | 37 |
| buffers and inverters | 54 |
| AND/OR/NAND/NOR | 73 |
-- power by group --
part | internal [mW] | switching [mW]
logic | 0.0982 | 0.0620
registers | 0 | 0
clock network | 0 | 0
total | 0.0982 | 0.0620
-- stage by stage --
step	cell area [sq um]	hold slack (ns)	std cells	util	setup slack, ns
finish	2442	5.092	376	0.2814	2.528
global route	2442	5.120	376	0.2814	2.321
CTS	2442	5.112	376	0.2814	2.510
detailed placement	2442	5.112	376	0.2814	2.514
global placement	2442	5.117	376	0.2814	2.522
floorplan	1667	4.269	211	-	3.772
No activity file was given, so power comes from the tool's default toggle rates.
